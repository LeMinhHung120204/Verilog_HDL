==> flow/design.v <==
module FFA (
	output [3:0] sum,
	output cout,
	input [3:0] a, b, 
	input cin
);
	wire [2:0] c;
	FA f1(.sum(sum[0]), .cout(c[0]), .a(a[0]), .b(b[0]), .cin(cin));
	FA f2(.sum(sum[1]), .cout(c[1]), .a(a[1]), .b(b[1]), .cin(c[0]));
	FA f3(.sum(sum[2]), .cout(c[2]), .a(a[2]), .b(b[2]), .cin(c[1]));
	FA f4(.sum(sum[3]), .cout(cout), .a(a[3]), .b(b[3]), .cin(c[2]));
endmodule
module FA(
	output sum, cout,
	input a, b, cin
);
	assign sum = a ^ b ^ cin;
	assign cout = a & b | ((a^b) & cin);
endmodule 
==> flow/run.sh <==
#!/bin/bash
# OpenROAD 26Q1-2900-gdf79404cd8, Yosys 0.63+post, stock flow scripts
make -C /OpenROAD-flow-scripts/flow DESIGN_CONFIG=/design/flow/config.mk WORK_HOME=/design/flow/orfs finish
==> flow/config.mk <==
export PLATFORM = sky130hd
export DESIGN_NAME = FFA
export DESIGN_NICKNAME = FFA
export VERILOG_FILES = /design/flow/design.v
export SDC_FILE = /design/flow/constraint.sdc
export NUM_CORES = 4
export LEC_CHECK = 1
export CORE_AREA = 10 10 70 70
export DIE_AREA = 0 0 80 80
==> flow/constraint.sdc <==
current_design FFA

set clk_period 3.8
set clk_io_pct 0.2

create_clock -name clk0 -period $clk_period

set non_clock_inputs [all_inputs -no_clocks]
set_input_delay [expr $clk_period * $clk_io_pct] -clock clk0 $non_clock_inputs
set_output_delay [expr $clk_period * $clk_io_pct] -clock clk0 [all_outputs]
==> flow_metrics.py <==
# Generated from Yosys and OpenROAD reports
metrics = {
    "detailed_routing": {
        "drtIter0Drc": 0,
        "wl_per_cell_um": 5.80,
        "routed_via_density": 1.70,
        "drc_errors": 0,
        "vias": 126,
        "drtAntennaViolNets": 0,
        "dr.pass1.iters": 1,
        "wl_um": 429,
        "antenna-diode-count": 0,
    },
    "critical_path": {
        "worst-path-max-fanout": 1,
        "crit_type": "input port to output pin",
        "crit_chain": "dlygate4sd2_1 -> inv_2 -> fa_2 -> inv_2 -> fa_2 -> fa_2 -> inv_2 -> fa_1 -> inv_1 -> clkdlybuf4s50_1",
        "start_kind": "input port",
        "path_buffers": 6,
        "required_ns": 3.04,
        "worstPathArrival_ns": 2.78,
        "cpMaxStageDelayCell": "clkdlybuf4s50_1",
        "end_kind": "output pin",
        "crit_family": "adder cells",
        "cpPeakStageDelay_ns": 0.46,
    },
    "final_timing": {
        "worst_slack_ns": 0.263,
        "setup_viol": 0,
        "slew_headroom_pct": 92.4,
        "whs_ns": 2.28,
        "fmax_mhz": 283,
        "hold_viol_final": 0,
        "fin_crit_ns": 3.54,
        "worst_pin_slew_ns": 0.114,
        "finalClockPeriodUsage_pct": 93.1,
        "finalSetupTns_ns": 0,
        "maxSlewViolCount": 0,
        "rsz0062_at_grt": "no",
    },
    "yosys": {
        "ys_cells": 18,
        "ys_area_um2": 148,
        "syn_area_um2": 148,
        "yosysSeqAreaShare_pct": 0,
        "ys_types": 3,
        "ys_warn_count": 0,
        "syn_avg_cell_area_um2": 8.20,
        "synth_cells": 18,
    },
    "global_routing": {
        "gr-total-overflow": 0,
        "grt_antenna_before_repair": 0,
        "grt_pass1_wl_um": 662,
        "grt_start_max_net_pins": 2,
        "track_usage_pct": 1.32,
        "grt_pass1_vias": 147,
    },
    "floorplanning": {
        "io_pins": 14,
        "dieArea_um2": 6400,
        "rows": 21,
        "dieHeight_um": 80,
        "die_w_um": 80,
        "core-area_um2": 3420,
        "initial_core_util_pct": 4.32,
    },
    "placed_design": {
        "gp_congestion": 0.783,
        "hpwl_um": 408,
        "place_ws_ns": -0.186,
        "dpl_cell_area_um2": 315,
        "port_buffers": 14,
    },
    "flow_run": {
        "warning_count": 32,
        "drv_cap": 0,
    },
    "final_layout": {
        "clkbuf_count": 0,
        "layout_top_cell": "clkdlybuf4s50_1",
        "flop-count": 0,
        "layout.cells.most_common_list": "10 x clkdlybuf4s50_1, 5 x inv_2, 5 x inv_1, 3 x fa_2, 3 x dlygate4sd2_1",
        "seq_area_um2": 0,
        "syn_to_final_growth_pct": 118,
        "drive_gt1_share_pct": 28.6,
        "finalInstanceArea_um2": 322,
    },
    "min_path": {
        "hold_class": "input port to output pin",
    },
    "power": {
        "leakage_uw": 0.000143,
        "ir_drop_mv": 0.0345,
        "powerDensity_nw_per_um2": 117,
    },
    "cts": {
        "cts_hold_buf": 0,
    },
    "run_status": {
        "status": "complete, no violations",
    },
}
==> Yosys cell counts, drive strengths merged <==
master	number	area [um^2]
buf	4	30.0
fa	4	80.1
inv	10	37.5
==> per-layer routing <==
layer  GRT usage, %  share of wire (%)  vias up
li1               -                  -       60
met1           1.94                 50       52
met2           1.61                 23       14
met3          0.909                 27        0
met4              0                  0        0
met5              0                  0        -
==> tightest hold or removal path: cells and delay by family <==
| family | cells | cell delay [ns] |
|---|---|---|
| fa+ha+maj | 1 | 0.15 |
| buf+inv | 4 | 0.60 |
==> final timing paths <==
path	start	to	slack [ns]	cells after the start
max	cin	cout	0.26	10
min	b[3]	sum[3]	2.28	5
==> what timing repair did <==
action / in CTS / in global routing
buffers inserted: 0 / 0
endpoints found under the setup margin: 2 / 1
gates resized: 11 / 1
pin swaps: 3 / 3
==> where the power goes <==
part / leakage, uW / internal, uW / total [uW] / switching (uW)
clock: 0 / 0 / 0 / 0
combinational: 0.000143 / 25.9 / 37.7 / 11.8
sequential: 0 / 0 / 0 / 0
total: 0.000143 / 25.9 / 37.7 / 11.8
==> cell type report <==
class | count | area (um^2)
fillers | 403 | 3090
repair buffers | 14 | 139
multi-input cells | 4 | 87.6
well taps | 46 | 57.6
inverters | 10 | 37.5
==> cells by family (layout without fill, tap and decap cells) <==
family / Yosys count / after routing / synth area share, %
adder cells (fa/ha/maj): 4 / 4 / 54.2
buffers and inverters: 14 / 24 / 45.8
==> per-stage QoR <==
stage / power, uW / cells / util (%)
floorplan: 18.1 / 18 / -
global placement: 38.1 / 74 / 9.23
detailed placement: 38.1 / 74 / 9.23
CTS: 39.5 / 74 / 9.34
global route: 42.7 / 74 / 9.41
finish: 37.7 / 74 / 9.41
Power and IR drop assume default switching activity.
