### flow/constraint.sdc
current_design add4bit

set clk_period 3.0
set clk_io_pct 0.2

create_clock -name clk0 -period $clk_period

set non_clock_inputs [all_inputs -no_clocks]
set_input_delay [expr $clk_period * $clk_io_pct] -clock clk0 $non_clock_inputs
set_output_delay [expr $clk_period * $clk_io_pct] -clock clk0 [all_outputs]
### flow/run.sh
#!/bin/bash
# OpenROAD 26Q1-2900-gdf79404cd8, Yosys 0.63+post, stock flow scripts
make -C /OpenROAD-flow-scripts/flow DESIGN_CONFIG=/design/flow/config.mk WORK_HOME=/design/flow/orfs finish
### flow/design.v
module add4bit(
	output [3:0] sum,
	output carry_out,
	input carry_in,
	input [3:0] ina, inb
);
	assign {carry_out, sum} = ina + inb + carry_in;
endmodule 
### flow/config.mk
export PLATFORM = sky130hd
export DESIGN_NAME = add4bit
export DESIGN_NICKNAME = add4bit
export VERILOG_FILES = /design/flow/design.v
export SDC_FILE = /design/flow/constraint.sdc
export NUM_CORES = 4
export LEC_CHECK = 1
export CORE_AREA = 10 10 70 70
export DIE_AREA = 0 0 80 80
==> flow_metrics.env <==
# yosys + openroad results
export IMPL_top_cells_by_area="fa_1 28%, ha_1 26%, xnor2_1 12%, inv_1 10%, a21oi_2 6.1%"
export IMPL_ys_area_um2=144
export IMPL_flop_area_um2=0
export IMPL_post_drt_via_cell_ratio=2.04
export IMPL_die_w_um=80
export IMPL_hold_viol_final=0
export IMPL_most_common_cell="inv_1"
export IMPL_grt_pass1_vias=181
export IMPL_clock_buffers=0
export IMPL_power_frac_clock_pct=0
export IMPL_drt_iter0_markers=1
export IMPL_rows=21
export IMPL_placed_cell_area_um2=342
export IMPL_cts_hold_buffers=0
export IMPL_combPwrFrac_pct=100.0
export IMPL_drv_slew=0
export IMPL_gp_congestion=0.731
export IMPL_comb_area_um2=134
export IMPL_io_pins=14
export IMPL_grt_antenna_before_repair=0
export IMPL_vias=155
export IMPL_cp_num_buf_inv=4
export IMPL_dieArea_um2=6400
export IMPL_critPathMaxStageDelay_ns=0.46
export IMPL_synth_top_area_share_pct=27.8
export IMPL_port_buffers=14
export IMPL_yosysTopAreaCell="fa_1"
export IMPL_ys_types=9
export IMPL_end_kind="primary output"
export IMPL_overflow=0
export IMPL_grt_pass1_wl_um=765
export IMPL_grt_max_degree=4
export IMPL_fin_crit_ns=2.87
export IMPL_finalWirelength_um=536
export IMPL_finalSetupViolations=0
export IMPL_ant_nets=0
export IMPL_avgSynthCellArea_um2=8.99
export IMPL_dr_pass1_iters=2
export IMPL_ys_seq_share_pct=0
export IMPL_area_delta_synth_final_pct=141
export IMPL_fill_cells=397
export IMPL_switching_power_mw=0.0168
export IMPL_swShare_pct=29.5
export IMPL_hpwl_um=499
export IMPL_drcViolationCount=0
export IMPL_seqPwrFrac_pct=0
export IMPL_ir_worst_vdd_mv=0.0219
export IMPL_common_cells="4 x inv_1, 3 x ha_1, 2 x fa_1, 2 x xnor2_1"
export IMPL_cp_slowest_cell="clkdlybuf4s50_1"
export IMPL_warnings=35
export IMPL_crit_type="input port to primary output"
export IMPL_insertedDiodeCount=0
export IMPL_hold_path_class="input port to primary output"
export IMPL_fin_ws_ns=0.134
export IMPL_core_um2=3420
export IMPL_worstSetupStartpointType="input port"
export IMPL_drive_above_1_share_pct=10.0
export IMPL_power_leakage_nw=0.145
export IMPL_wire_per_inst_um=7.05
export IMPL_max_slew_margin_pct=90.2
export IMPL_final_core_util_pct=10.1
export IMPL_cp_arrival_ns=2.27
export IMPL_flops=0
export IMPL_tns_ns=0
export IMPL_outcome="completed"
export IMPL_rsz0062_at_grt="no"
export IMPL_place_ws_ns=-0.0819
export IMPL_critical_path_max_fanout=2
export IMPL_finalInstanceArea_um2=347
export IMPL_cap_violations=0
export IMPL_grt_usage_pct=1.50
export IMPL_ys_warn_count=0
export IMPL_syn_inst=16
export IMPL_cp_top_family="buffers and inverters"
export IMPL_required_ns=2.40
export IMPL_worstMarginPinSlew_ns=0.147
export IMPL_ys_cells=16
export IMPL_power_density_nw_per_um2=164
export IMPL_intPower_mw=0.0402
export IMPL_die_y_um=80
export IMPL_netlist_area_um2=144
export IMPL_hold_ws_ns=1.98
export IMPL_finalCritPeriodShare_pct=95.5
export IMPL_crit_chain="dlygate4sd2_1, fa_2, inv_1, fa_2, inv_1, clkdlybuf4s50_1"
export IMPL_fmax_mhz=349
export IMPL_fp_util_pct=4.21
[worst min-delay path, stage by stage]
cell and delay [ns]:
dlymetal6s2s_1 0.12, fa_2 0.20, clkdlybuf4s50_1 0.46
[final cells by class]
type                       instances  area share, %
inverter                           4           4.33
timing repair buffer              14           40.4
tap                               46           16.6
multi-input combinational         12           38.6
[through the flow]
stage | total power, mW | cells
CTS | 0.0584 | 76
global placement | 0.0576 | 76
finish | 0.0570 | 76
global route | 0.0644 | 76
detailed placement | 0.0581 | 76
floorplan | 0.0178 | 16
[path summary, 6_finish.rpt]
kind	cells after the start	slack [ns]	to	from
max	6	0.13	sum[1]	inb[0]
min	3	1.98	sum[0]	carry_in
[metal layers]
| metal | global-route usage (%) | share of wire, % |
|---|---|---|
| met3 | 1.93 | 33 |
| met4 | 0 | 0 |
| met1 | 1.32 | 35 |
| met2 | 2.25 | 32 |
| met5 | 0 | 0 |
[power groups by stage]
stage / Combinational, mW / Clock [mW] / Sequential (mW)
6_report: 0.0570 / 0 / 0
5_1_grt: 0.0644 / 0 / 0
4_1_cts: 0.0584 / 0 / 0
[cell families (layout without fill, tap and decap cells)]
| logic type | Yosys count | in the layout | share of synthesized area (%) |
|---|---|---|---|
| AND-OR/OR-AND | 3 | 3 | 14.8 |
| adder cells (fa/ha/maj) | 5 | 5 | 53.9 |
| XOR/XNOR | 2 | 2 | 12.2 |
| AND/OR/NAND/NOR | 2 | 2 | 8.70 |
| buffers and inverters | 4 | 18 | 10.4 |
[cell usage in the layout, fill, tap and decap left out]
cell type	n
clkdlybuf4s50_1	11
inv_1	4
ha_1	3
xnor2_1	2
fa_2	2
dlygate4sd2_1	2
nor2b_1	1
o21ai_1	1
nand2b_1	1
a21o_1	1
a21oi_2	1
dlymetal6s2s_1	1
[what timing repair did]
action	CTS	global route
setup endpoints to repair	4	3
hold endpoints to repair	0	0
setup buffers	0	0
pin swaps	1	2
resized	4	2
Power figures rest on the tool's default switching activity, not on a simulated workload.
