$ cat flow/design.v
module OP (
    input [3:0] a,
    input [3:0] b,
    output [4:0] sum
);
    assign sum = a + b;
endmodule
module arithemetic_operators();
	initial begin
		$display ("5 + 10 = %d", 5 + 10);
	end
endmodule
module xor3(input a, b, c, output y);
	assign y = a ^ b ^ c;
endmodule 
module add_1bit(input a, b, ci, output s, co);
	assign #(3, 4) {co, s} = {(a & b) | (b & ci) | (a & ci), a ^ b ^ ci}; 
endmodule 
module quad_mux2_1(
	input [3:0] i0, i1, 
	input s,
	output [3:0] y
);
	assign y = s ? i1 : i0;
endmodule 
module comp_4bit(
	input [3:0] a, b,
	output a_gt_b, a_eq_b, a_lt_b
);
	assign a_gt_b = (a > b),
			a_eq_b = (a == b),
			a_lt_b = (a < b);
endmodule 
module add_4bit(
	input [3:0] a, b,
	input ci,
	output [3:0] s, 
	output co
);
	assign {co, s} = a + b + ci;
endmodule 
module mux4_1(
	input in1, in2, in3, in4, cntrl1, cntrl2,
	output out
);
	assign out = cntrl1 ? (cntrl2 ? in4 : in3) : (cntrl2 ? in2 : in1);
endmodule 
module fa(
	input a, b, cin, 
	output s, cout
);
	assign s = a ^ b ^ cin,
	cout = (a & b) | (cin & (a^b));
endmodule 
module adder(
	input [7:0] a, b,
	output [7:0] s,
	output cout
);
	assign {cout, s} = a + b;
endmodule 
module comparator(result, A, B, greaterNotLess);
	parameter width = 8;
	parameter delay = 1;
	input [width - 1 : 0] A, B;	 
	input greaterNotLess;			 
	output result;
	assign #1 result = greaterNotLess ? (A > B) : (A < B);
endmodule 
module edge_dff(q, qbar, d, clk, clear);
	input d, clk, clear;
	output q, qbar;
	wire s, sbar, r, rbar, cbar;
	assign cbar = ~clear;
	assign 	sbar = ~(rbar & s),
				s = ~(sbar & cbar & ~clk),
				r = ~(rbar & ~clk & s),
				rbar = ~(r & cbar & d);
	assign 	q = ~(s & qbar),
				qbar = ~(q & r & cbar);
endmodule 
module T_FF(q, clk, clear);
	input clk, clear;
	output q;
	edge_dff ff1(q, ~q, clk, clear);
endmodule 
module counter (Q, clock, clear);
	output [3:0] Q;
	input clock, clear;
	T_FF tff0(Q[0], clock, clear);
	T_FF tff1(Q[1], clock, clear);
	T_FF tff2(Q[2], clock, clear);
	T_FF tff3(Q[3], clock, clear);
endmodule 
$ cat flow/run.sh
#!/bin/bash
# OpenROAD 26Q1-2900-gdf79404cd8, Yosys 0.63+post, stock flow scripts
make -C /OpenROAD-flow-scripts/flow DESIGN_CONFIG=/design/flow/config.mk WORK_HOME=/design/flow/orfs finish
$ cat flow/constraint.sdc
current_design adder

set clk_period 8.4
set clk_io_pct 0.2

create_clock -name clk0 -period $clk_period

set non_clock_inputs [all_inputs -no_clocks]
set_input_delay [expr $clk_period * $clk_io_pct] -clock clk0 $non_clock_inputs
set_output_delay [expr $clk_period * $clk_io_pct] -clock clk0 [all_outputs]
$ cat flow/config.mk
export PLATFORM = sky130hd
export DESIGN_NAME = adder
export DESIGN_NICKNAME = adder
export VERILOG_FILES = /design/flow/design.v
export SDC_FILE = /design/flow/constraint.sdc
export NUM_CORES = 4
export LEC_CHECK = 1
export CORE_AREA = 10 10 70 70
export DIE_AREA = 0 0 80 80
==> results.toml <==
# physical design summary
[floorplanning]
dieArea_sq_um = 6400
die_height_um = 80
coreArea_sq_um = 3420
floorplan.initialDensity_pct = 9.49
placement_rows = 21
die_width_um = 80
io-pin-count = 25

[worst_setup_path]
crit_type = "input pin to output port"
setup.worst_path.start_class = "input pin"
path_cells = "clkdlybuf4s50_1 > ha_1 > fa_1 > a21oi_1 > nor2_1 > nor2_1 > xnor2_1 > clkdlybuf4s50_1"
wp_data_arrival_ps = 3770
worst_path_largest_cell_delay_ps = 490
critical_path.endpoint_type = "output port"
critPathLaunch = "a[0]"
critical_path.max_fanout = 2
critical_path_required_ps = 6720
worst_path_max_delay_cell = "sky130_fd_sc_hd__clkdlybuf4s50_1"

[placement]
dp.final_hpwl_um = 1020
placed_cells_incl_taps = 113
io_buffer_count = 25
finalWeightedCongestion = 0.742

[synthesis]
muxShareOfSynthArea_pct = 3.09
netlist.top_cell.by_instances = "sky130_fd_sc_hd__ha_1"
ys_cells = 42
synthesis.instances = 42
netlist_top_cells_count = "sky130_fd_sc_hd__ha_1, sky130_fd_sc_hd__a21oi_1, sky130_fd_sc_hd__nand2_1"
simple_share_synth_pct = 17.8
synth.cellmix.compoundShare_pct = 27.8
yosysUniqueCellTypes = 20
ys_seq_share_pct = 0
synth.avg_cell_area_sq_um = 7.72
yosys-top-cells-area = "sky130_fd_sc_hd__ha_1, sky130_fd_sc_hd__a21oi_1, sky130_fd_sc_hd__a311o_1"
yosys_warning_count = 0
synth_top_area_share_pct = 30.9
netlist.top_cell.by_area = "sky130_fd_sc_hd__ha_1"
synth-xor-area-share_pct = 10.8
synth_area_sq_um = 324
summed_standard_cell_area_reported_by_yosys_sq_um = 324
adder_share_synth_pct = 37.1
synth.logic.top_family = "adder cells"

[clock_tree]
postCtsResizedCells = 0
post-cts-setup-buffers = 0
post_cts_hold_buffer_count = 0

[layout]
nFillCells = 382
seqCellArea_sq_um = 0
areaGrowthSynthToFinish_pct = 95.0
final_core_util_pct = 18.5
layout-drive-gt1-share_pct = 1.49
num-clock-buffers = 0
final-instance-count-excl-fill = 113
ffs_latches = 0

[min_path]
hp-start = "b[0]"
min-delay-path-class = "input pin to output port"

[timing]
final_min_period_over_clock_period_pct = 64.9
final_max_slew_viol_count = 0
period_needed_ps = 5450
hold_viol_final = 0
slew_at_the_pin_closest_to_its_max_slew_limit_ps = 347
finalHoldWorstSlack_ps = 4390
timing.final.setup_violations = 0
rsz0062_at_grt = "no"
setup-tns-final_ps = 0
fmax_mhz = 183
worst_slew_margin_rel_pct = 76.2

[grt]
gr-usage-all-layers_pct = 3.17
grt_max_degree = 7
first_global_vias = 379
gr-total-overflow = 0
grt_first_pass_wirelength_um = 1710
grt_antenna_before_repair = 0

[detailed_routing]
drtIter0Drc = 27
postRouteAntennaNets = 0
detailedRoute.firstPassIterationCount = 3
wl_per_cell_um = 9.82
route.antenna.diode_count = 0
dr_total_vias = 398
finalWirelength_um = 1110
drc_errors = 0
vias_cell = 3.52

[pwr]
power.density_cell_area_nw_per_um2 = 70.2
leakage_power_of_the_design_nw = 0.255
vdd_drop_max_v = 0.0000280
design_power_total_mw = 0.0443

[flow_run]
max_cap_violations = 0
stage_log_warnings = 32

[run_status]
status = "finished clean"
==> per-stage QoR <==
stage | setup WS (ps) | instance area, sq um
detailed placement | 2940 | 632
global placement | 2950 | 632
floorplan | 3990 | 324
finish | 2950 | 632
CTS | 2920 | 632
global route | 2810 | 632
==> cell families after synthesis <==
group	after synthesis
compound gates	13
xor+xnor	4
fa+ha+maj	9
buf+inv	3
mux	1
simple gates	12
==> placed cells by master (no fill, tap or decap), drive strengths merged, types with 3 or more instances in the layout <==
master,instances
clkdlybuf4s50,25
ha,8
a21oi,5
nand2,3
inv,3
==> worst max-delay path: cells and delay by family <==
family	cells	cell delay (ps)
AND/OR/NAND/NOR	2	220
AND-OR/OR-AND	1	210
adder cells (fa/ha/maj)	2	630
XOR/XNOR	1	140
buffers and inverters	2	890
==> layer usage <==
layer  share of wire (%)  global-route usage (%)
met5                   0                       0
met2                  38                    4.25
met4                   0                       0
met3                 9.0                    1.14
met1                  53                    4.91
==> power by group <==
part	switching [mW]	internal, mW
Combinational	0.0153	0.0290
Clock	0	0
Sequential	0	0
Total	0.0153	0.0290
==> final timing paths <==
path | to | slack [ps] | depth (start not counted)
worst max-delay path | s[6] | 2950 | 8
worst min-delay path | s[0] | 4390 | 3
==> final cells by class <==
cell class / count / area, sq um / share of cell area (%)
well taps: 46 / 57.6 / 9.11
inverters: 3 / 11.3 / 1.78
multi-input cells: 39 / 313 / 49.5
repair buffers: 25 / 250 / 39.6
Power figures rest on the tool's default switching activity, not on a simulated workload.
